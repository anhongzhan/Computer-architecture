==> design.v <==
	`timescale 1ns / 1ps
	 module CPU(clk, opcode);
		input clk;
		output [5:0] opcode;
		wire cclk;
		wire [31:0] IAddr, npc;
		wire [2:0] ALUOp;
		wire [4:0] rs, rt, rd;
		wire PCSrc, zero ,Jmp, RegWire;
		wire [31:0] Data_From_MDR, Data_From_ALU;
		wire MDRW, ALUM2Reg, ALUSrcB, RegOut;
		wire [15:0] immediate;
		wire clk;
		wire [31:0] ReadData1, ReadData2;
		wire [31:0] extend_immediate;
		Caulator ca(clk, cclk);
		NPC np(IAddr,npc);
		PC p(cclk, extend_immediate, PCSrc, zero, npc, IAddr, Jmp);
		ZeroSignExtend zse(immediate, extend_immediate);
		CU cu(opcode, PCSrc, MDRW, ALUM2Reg, ALUSrcB, ALUOp, RegWire, RegOut, Jmp);
		RegisterFile rf(cclk, RegWire, RegOut, rs, rt, rd, ALUM2Reg, Data_From_ALU, Data_From_MDR, ReadData1, ReadData2);
		ALU alu(ReadData1, extend_immediate, ReadData2, ALUSrcB, ALUOp, zero, Data_From_ALU);
		MDR mdr(cclk, Data_From_ALU, ReadData1, Data_From_MDR, MDRW);
		MAR mar(IAddr, opcode, rs, rt, rd, immediate);
	endmodule
	module PC(clk, immediate, PCSrc, zero, npc, immediate_out, Jmp);
		input clk, PCSrc, zero,Jmp;
		input [31:0] immediate;
		input [31:0]npc;
		output reg [31:0] immediate_out;
		assign flag = PCSrc & zero; 
		initial
			immediate_out = 32'b0;
		always @(posedge clk) begin
			if(Jmp==1) begin
				immediate_out[31:25] = npc[31:25];
				immediate_out[24:0] = immediate;
			end
			else begin
				if(flag==0)
					immediate_out = npc;
				else
					immediate_out = npc - 4 + (immediate << 2);
			end
		end
	endmodule
	module Caulator(clk, cclk);
		input clk;
		output wire cclk;
		reg[3:0] i = 0;
		assign cclk = i[3];
		initial begin
			i = 0;
		end
		always @(posedge clk) begin
				i = i + 1;
		end
	endmodule
	module NPC(pc, npc);
		input [31:0] pc;
		output reg [31:0] npc;
		always @(*)
			npc = pc + 4;
	endmodule
	module ALU(ReadData1, immediate, ReadData2, ALUSrcB, ALUOp, zero, result);
		input [31:0] ReadData1, immediate, ReadData2;
		input ALUSrcB;
		input [2:0] ALUOp;
		output reg zero;
		output reg [31:0] result;
		reg [31:0] A;
		reg [31:0] B;
		always @(*) begin
			A = (ALUSrcB==0) ? ReadData1 : immediate;
			B = ReadData2;
			case(ALUOp)
				3'b000: begin
					result = A + B;
				end
				3'b001: begin
					result = B + A;
				end
				3'b010: begin
					result = A - B;
				end
				3'b011: begin
					result = B - A;
				end
				3'b100: begin
					result = A & B;
				end
				3'b101: begin
					result = A | B;
				end
				3'b110: begin
					result = A ^ B;
				end
				3'b111: begin
					result = A < B ? 32'h0001 : 32'h0000;
				end
			endcase
		zero = (A - B == 0) ? 1 : 0;
		end
	endmodule
	module MAR(IAddr, opcode, rs, rt, rd, immediate);
		input [31:0] IAddr;
		output  [5:0] opcode;
		output  [4:0] rs, rt, rd;
		output  [15:0] immediate;
		wire [7:0] mem[0:127];
		assign mem[0] = 8'b00001000;
		assign mem[1] = 8'b00100000;
		assign mem[2] = 8'b00000000;
		assign mem[3] = 8'b00000010;
		assign mem[4] = 8'b00001000;
		assign mem[5] = 8'b01000000;
		assign mem[6] = 8'b00000000;
		assign mem[7] = 8'b00000011;
		assign mem[8] = 8'b00001000;
		assign mem[9] = 8'b01100000;
		assign mem[10] = 8'b00000000;
		assign mem[11] = 8'b00000100;
		assign mem[12] = 8'b00010000;
		assign mem[13] = 8'b00100010;
		assign mem[14] = 8'b00011000;
		assign mem[15] = 8'b00000000;
		assign mem[16] = 8'b00010100;
		assign mem[17] = 8'b10000010;
		assign mem[18] = 8'b00011000;
		assign mem[19] = 8'b00000000;
		assign mem[20] = 8'b00000100;
		assign mem[21] = 8'b00100010;
		assign mem[22] = 8'b00000000;
		assign mem[23] = 8'b00000100;
		assign mem[24] = 8'b00011000;
		assign mem[25] = 8'b10100010;
		assign mem[26] = 8'b00011000;
		assign mem[27] = 8'b00000000;
		assign mem[28] = 8'b00011100;
		assign mem[29] = 8'b11000010;
		assign mem[30] = 8'b00011000;
		assign mem[31] = 8'b00000000;
		assign mem[32] = 8'b00100000;
		assign mem[33] = 8'b11100010;
		assign mem[34] = 8'b00011000;
		assign mem[35] = 8'b00000000;
		assign mem[36] = 8'b00100101;
		assign mem[37] = 8'b00000011;
		assign mem[38] = 8'b00010000;
		assign mem[39] = 8'b00000000;
		assign mem[40] = 8'b00001100;
		assign mem[41] = 8'b11000111;
		assign mem[42] = 8'b00000000;
		assign mem[43] = 8'b00000010;
		assign mem[44] = 8'b00001000;
		assign mem[45] = 8'b00100000;
		assign mem[46] = 8'b00000000;
		assign mem[47] = 8'b00000010;
		assign mem[48] = 8'b00001000;
		assign mem[49] = 8'b01000000;
		assign mem[50] = 8'b00000000;
		assign mem[51] = 8'b00000010;
		assign mem[52] = 8'b00101000;
		assign mem[53] = 8'b00000000;
		assign mem[54] = 8'b00000000;
		assign mem[55] = 8'b00000000;
		assign mem[56] = 8'b00000000;
		assign mem[57] = 8'b00000000;
		assign mem[58] = 8'b00000000;
		assign mem[59] = 8'b00000000;
		assign mem[60] = 8'b00000000;
		assign mem[61] = 8'b00000000;
		assign mem[62] = 8'b00000000;
		assign mem[63] = 8'b00000000;
		assign mem[64] = 8'b00000000;
		assign mem[65] = 8'b00000000;
		assign mem[66] = 8'b00000000;
		assign mem[67] = 8'b00000000;
		assign mem[68] = 8'b00000000;
		assign mem[69] = 8'b00000000;
		assign mem[70] = 8'b00000000;
		assign mem[71] = 8'b00000000;
		assign mem[72] = 8'b00000000;
		assign mem[73] = 8'b00000000;
		assign mem[74] = 8'b00000000;
		assign mem[75] = 8'b00000000;
		assign mem[76] = 8'b00000000;
		assign mem[77] = 8'b00000000;
		assign mem[78] = 8'b00000000;
		assign mem[79] = 8'b00000000;
		assign mem[80] = 8'b00000000;
		assign mem[81] = 8'b00000000;
		assign mem[82] = 8'b00000000;
		assign mem[83] = 8'b00000000;
		assign mem[84] = 8'b00000000;
		assign mem[85] = 8'b00000000;
		assign mem[86] = 8'b00000000;
		assign mem[87] = 8'b00000000;
		assign mem[88] = 8'b00000000;
		assign mem[89] = 8'b00000000;
		assign mem[90] = 8'b00000000;
		assign mem[91] = 8'b00000000;
		assign mem[92] = 8'b00000000;
		assign mem[93] = 8'b00000000;
		assign mem[94] = 8'b00000000;
		assign mem[95] = 8'b00000000;
		assign mem[96] = 8'b00000000;
		assign mem[97] = 8'b00000000;
		assign mem[98] = 8'b00000000;
		assign mem[99] = 8'b00000000;
		assign mem[100] = 8'b00000000;
		assign mem[101] = 8'b00000000;
		assign mem[102] = 8'b00000000;
		assign mem[103] = 8'b00000000;
		assign mem[104] = 8'b00000000;
		assign mem[105] = 8'b00000000;
		assign mem[106] = 8'b00000000;
		assign mem[107] = 8'b00000000;
		assign mem[108] = 8'b00000000;
		assign mem[109] = 8'b00000000;
		assign mem[110] = 8'b00000000;
		assign mem[111] = 8'b00000000;
		assign mem[112] = 8'b00000000;
		assign mem[113] = 8'b00000000;
		assign mem[114] = 8'b00000000;
		assign mem[115] = 8'b00000000;
		assign mem[116] = 8'b00000000;
		assign mem[117] = 8'b00000000;
		assign mem[118] = 8'b00000000;
		assign mem[119] = 8'b00000000;
		assign mem[120] = 8'b00000000;
		assign mem[121] = 8'b00000000;
		assign mem[122] = 8'b00000000;
		assign mem[123] = 8'b00000000;
		assign mem[124] = 8'b00000000;
		assign mem[125] = 8'b00000000;
		assign mem[126] = 8'b00000000;
		assign mem[127] = 8'b00000000;
		assign opcode = mem[IAddr][7:2];
		assign rs[4:3] = mem[IAddr][1:0];
		assign rs[2:0] = mem[IAddr+1][7:5];
		assign rt = mem[IAddr+1][4:0];
		assign rd = mem[IAddr+2][7:3];
		assign immediate[15:8] = mem[IAddr+2][7:0];
		assign immediate[7:0] = mem[IAddr+3][7:0];
	endmodule
	module RegisterFile(clk, RegWire, RegOut, rs, rt, rd, ALUM2Reg, Data_From_ALU, Data_From_MDR, ReadData1, ReadData2);
		input clk, RegOut, RegWire, ALUM2Reg;
		input [4:0] rs, rt, rd;
		input [31:0] Data_From_ALU, Data_From_MDR;
		output reg [31:0] ReadData1, ReadData2;
		wire [4:0] ReadReg1, ReadReg2, WriteReg;
		wire [31:0] WriteData;
		assign ReadReg1 = RegOut==1 ? rs : rd;
		assign ReadReg2 = rt;
		assign WriteReg = RegOut==0 ? rs : rd;
		assign WriteData = ALUM2Reg==0 ? Data_From_ALU : Data_From_MDR;
		reg [31:0] register[0:31];
		integer i;
		initial begin
		    for (i = 0; i < 32; i = i+1) register[i] <= 0;
		end
		always @(*) begin
			ReadData1 = register[ReadReg1];
			ReadData2 = register[ReadReg2];
		end
		always @(negedge clk) begin
			if(RegWire==0&&WriteReg)
				register[WriteReg] = WriteData;
		end
	endmodule
	module ZeroSignExtend(in, out);
		input [15:0] in;
		output reg [31:0] out;
		always @(*) begin
			out[15:0] = in;
			out[31:16] = in[15] ? 16'hffff : 16'h0000;
		end
	endmodule
	module CU(opcode, PCSrc, MDRW, ALUM2Reg, ALUSrcB, ALUOp, RegWire, RegOut, Jmp);
		input [5:0] opcode;
		output reg PCSrc;
		output reg MDRW;
		output reg ALUM2Reg;
		output reg ALUSrcB;
		output reg [2:0] ALUOp;
		output reg RegWire;
		output reg RegOut;
		output reg Jmp;
		always @(*) begin
			case(opcode)
				6'b000001: begin
					ALUM2Reg = 1;
					MDRW = 1;
					ALUSrcB = 1;
					ALUOp = 3'b000;
					RegWire = 0;
					PCSrc = 0;
					RegOut = 1;
					Jmp = 0;
				end
				6'b000010: begin
					ALUM2Reg = 0;
					MDRW = 0;
					ALUSrcB = 1;
					ALUOp = 3'b000;
					RegWire = 0;
					PCSrc = 0;
					RegOut = 0;
					Jmp = 0;
				end
				6'b000011: begin
					ALUM2Reg = 0;
					MDRW = 0;
					ALUSrcB = 0;
					ALUOp = 3'b000;
					RegWire = 0;
					PCSrc = 1;
					RegOut = 1;
					Jmp = 0;
				end
				6'b000100: begin
					ALUM2Reg = 0;
					MDRW = 0;
					ALUSrcB = 0;
					ALUOp = 3'b000;
					RegWire = 0;
					PCSrc = 0;
					RegOut = 0;
					Jmp = 0;
				end
				6'b000101: begin
					ALUM2Reg = 0;
					MDRW = 0;
					ALUSrcB = 0;
					ALUOp = 3'b010;
					RegWire = 0;
					PCSrc = 0;
					RegOut = 0;
					Jmp = 0;
				end
				6'b000110: begin
					ALUM2Reg = 0;
					MDRW = 0;
					ALUSrcB = 0;
					ALUOp = 3'b100;
					RegWire = 0;
					PCSrc = 0;
					RegOut = 0;
					Jmp = 0;
				end
				6'b000111: begin
					ALUM2Reg = 0;
					MDRW = 0;
					ALUSrcB = 0;
					ALUOp = 3'b101;
					RegWire = 0;
					PCSrc = 0;
					RegOut = 0;
					Jmp = 0;
				end
				6'b001000: begin
					ALUM2Reg = 0;
					MDRW = 0;
					ALUSrcB = 0;
					ALUOp = 3'b110;
					RegWire = 0;
					PCSrc = 0;
					RegOut = 0;
					Jmp = 0;
				end
				6'b001001: begin
					ALUM2Reg = 0;
					MDRW = 0;
					ALUSrcB = 0;
					ALUOp = 3'b111;
					RegWire = 0;
					PCSrc = 0;
					RegOut = 0;
					Jmp = 0;
				end
				6'b001010: begin
					ALUM2Reg = 0;
					MDRW = 0;
					ALUSrcB = 0;
					ALUOp = 3'b000;
					RegWire = 0;
					PCSrc = 1;
					RegOut = 0;
					Jmp = 1;
				end
			endcase
		end
	endmodule
	module MDR(clk, DAddr, DataIn, DataOut, MDRW);
		input clk;
		input [31:0] DAddr;
		input [31:0] DataIn;
		input MDRW;
		output reg [31:0] DataOut;
		reg [7:0] memory[0:127];
		always @(clk) begin
			if(MDRW==0)
				DataOut = memory[DAddr];
			else
				DataOut = 32'h00000000;
		end	
		integer i;
		initial begin
		for(i = 0; i < 128; i = i + 1)
			memory[i] <= 0;
		end
		always @(negedge clk) begin
			if(MDRW==1)
				memory[DAddr] = DataIn;
		end
	endmodule
==> run.sh <==
#!/bin/bash
# OpenROAD 26Q1-2900-gdf79404cd8, Yosys 0.63+post, stock flow scripts
make -C /OpenROAD-flow-scripts/flow DESIGN_CONFIG=/design/flow/config.mk WORK_HOME=/design/flow/orfs finish
==> config.mk <==
export PLATFORM = sky130hd
export DESIGN_NAME = CPU
export DESIGN_NICKNAME = CPU
export VERILOG_FILES = /design/flow/design.v
export SDC_FILE = /design/flow/constraint.sdc
export NUM_CORES = 4
export LEC_CHECK = 1
export CORE_UTILIZATION = 30
==> constraint.sdc <==
current_design CPU

set clk_period 34.8
set clk_io_pct 0.2

create_clock -name clk0 -period $clk_period [get_ports {clk}]

set non_clock_inputs [all_inputs -no_clocks]
set_input_delay [expr $clk_period * $clk_io_pct] -clock clk0 $non_clock_inputs
set_output_delay [expr $clk_period * $clk_io_pct] -clock clk0 [all_outputs]
==> results.cfg <==
; implementation run metrics
[status]
run_status = complete, no violations

[grt]
grt_first_pass_wirelength_um = 248000
track_usage_pct = 17.3
grt_pass1_vias = 41108
grt_overflow = 0
antenna_found_initial = 1
grt_start_max_net_pins = 155

[setup_path]
worstSetupEndpointType = flop
crit_path_max_incr_delay_ns = 0.56
timing.critical_path.buf_inv = 0
critPathKind = flop to flop
critical_path_arrival_ns = 0.92
critical_path_required_ns = 34.89
critical-path-slowest-cell = sky130_fd_sc_hd__dfxtp_1
cp-start-kind = flop
critical_path_cell_by_cell = xnor2_1
worst_path_dominant_cell_family = flip-flops
crit_path_max_fanout = 9

[route]
total_iterations_of_the_first_detailed_routing_run = 7
drc_errors = 0
dr_total_vias = 41937
drt_via_density = 5.22
detail_route.iter0.violations = 3278
detail_route.antenna_diodes = 0
totalWireLength_um = 163000
wire_per_inst_um = 20.3
ant_nets = 0

[layout]
final_design_area_excluding_fillers_um2 = 62700
n_fill_cell = 19037
flow.area_growth_from_synthesis_pct = 7.92
mi_logic_area_um2 = 26900
area_taken_by_flip_flops_and_latches_um2 = 30900
finish.utilization_pct = 32.6
post_route_cells_drive_above_1_share_pct = 8.64

[clock_tree]
cts_hold_buf = 0
clkTransAtPathRegs_ns = 0.03
cts_root_buffer = sky130_fd_sc_hd__clkbuf_16
cts-buffers-inserted = 3
cts_tree = done
post-cts-setup-buffer-count = 0
cts-resized-gates = 0
ctsHtreeMaxLevel = 1
cts-root-to-sink-buffers = 2
clk-insertion-delay-late_ns = 0.22

[logic_synthesis]
ys_warnings = 10
ys_sh_mux_pct = 10.0
simple_gate_share_pct = 17.5
async_reset_ff_share_pct = 0
synth-xor-area-share_pct = 1.69
postSynthAreaPerCell_um2 = 11.0
synthAdderAreaFrac_pct = 3.31
synth-edff-count = 1020
mappedNetlistArea_um2 = 58100
commonest_flop = sky130_fd_sc_hd__edfxtp_1
compound_area_share_pct = 10.1
synthTopCellsByArea = sky130_fd_sc_hd__edfxtp_1 (53%), sky130_fd_sc_hd__nand2_1 (7.4%), sky130_fd_sc_hd__mux4_2 (7.4%)
syn_inst = 5274
netlist.area_leader.share_pct = 52.7
synth_top_cell_by_area = sky130_fd_sc_hd__edfxtp_1
number_of_cells_in_the_yosys_synthesis_report = 5274
synth.yosys.chip_area_um2 = 58100
yosys_register_bits = 1037
synth.logic.top_family = simple AND/OR/NAND/NOR gates
post_synth_num_cell_types = 121

[sta]
clock.fmax_mhz = 1220
timing.final.setup_violations = 0
tns_ns = 0
timing_hold_violations_final = 0
fin_worst_skew_ns = 0.00171
unclocked_regs = 1033
slew-limit-headroom_pct = 37.1
hold_ws_ns = 0.440
period_needed_ns = 0.821
final_slew_violations = 0
final_critical_path_setup_slack_ns = 33.98
max_slew.worst_pin.slew_ns = 0.936
finalClockPeriodUsage_pct = 2.36
setup_repair_after_global_routing_missed_its_margin = no
unconstrained_endpoints = 1585

[floorplan]
fp-row-count = 161
fp-utilization_pct = 30.2
chipArea_um2 = 196000
chipWidth_um = 442
die_h_um = 442
coreArea_um2 = 193000
num_io_pins = 7

[placement]
post-dp-hpwl_um = 103000
place_area_um2 = 62700
gp_routability_congestion = 0.970
place_worst_setup_slack_ns = 33.99
numPortBuffers = 6

[pwr]
total_leakage_power_nw = 21.8
pwr_density_cell_nw_per_um2 = 0.627
ir_drop_mv = 0.0126

[worst_hold_path]
worstHoldPathType = flop to flop

[flow_run]
drv_cap = 0
warning_count = 109
## cells in the mapped netlist (19+ instances only)
library cell / count
sky130_fd_sc_hd__mux2i_1: 138
sky130_fd_sc_hd__ha_1: 148
sky130_fd_sc_hd__nor3_1: 63
sky130_fd_sc_hd__nand2_1: 1141
sky130_fd_sc_hd__nor2_1: 189
sky130_fd_sc_hd__nand2b_1: 19
sky130_fd_sc_hd__o211ai_1: 52
sky130_fd_sc_hd__o31ai_1: 21
sky130_fd_sc_hd__a21oi_1: 159
sky130_fd_sc_hd__o21bai_1: 21
sky130_fd_sc_hd__buf_4: 40
sky130_fd_sc_hd__buf_6: 20
sky130_fd_sc_hd__xnor2_1: 85
sky130_fd_sc_hd__inv_1: 130
sky130_fd_sc_hd__buf_1: 61
sky130_fd_sc_hd__o21ai_0: 166
sky130_fd_sc_hd__a311oi_1: 107
sky130_fd_sc_hd__a22oi_1: 27
sky130_fd_sc_hd__a31oi_1: 32
sky130_fd_sc_hd__mux4_2: 190
sky130_fd_sc_hd__clkbuf_1: 148
sky130_fd_sc_hd__edfxtp_1: 1020
sky130_fd_sc_hd__nand3_1: 652
sky130_fd_sc_hd__a211oi_1: 23
sky130_fd_sc_hd__buf_2: 119
sky130_fd_sc_hd__and3_1: 71
sky130_fd_sc_hd__o21a_1: 52
## final cells by class
class | count | area share (%)
Timing Repair Buffer | 149 | 1.85
Multi-Input combinational cell | 4183 | 42.9
Inverter | 136 | 0.826
Tap cell | 2526 | 5.04
Clock buffer | 3 | 0.120
Sequential cell | 1037 | 49.3
## cell families (layout without fill, tap and decap cells)
| kind of cell | after synthesis | after routing |
|---|---|---|
| latches | 8 | 8 |
| XOR/XNOR | 106 | 106 |
| buffers and inverters | 527 | 288 |
| adder cells (fa/ha/maj) | 152 | 152 |
| AND-OR/OR-AND | 840 | 840 |
| other | 1 | 474 |
| multiplexers | 344 | 344 |
| AND/OR/NAND/NOR | 2267 | 2267 |
| flip-flops | 1029 | 1029 |
## per-stage QoR
| stage | instances | total power [mW] |
|---|---|---|
| finish | 8034 | 0.0393 |
| detailed placement | 8031 | 0.0215 |
| floorplan | 5747 | 0.0202 |
| global placement | 8031 | 0.0204 |
| global route | 8034 | 0.0427 |
| CTS | 8034 | 0.0397 |
## worst paths after layout
check	slack (ns)	cells past startpoint	from	end
worst max-delay path	33.98	1	ca.i[3]	ca.i[3]
worst min-delay path	0.44	1	ca.i[0]	ca.i[0]
worst max register to register	33.98	1	ca.i[3]	ca.i[3]
worst min register to register	0.44	1	ca.i[0]	ca.i[0]
## placed cells by master, fill, tap and decap left out, types with 32 or more instances in the layout
master,n
sky130_fd_sc_hd__ha_1,148
sky130_fd_sc_hd__buf_4,141
sky130_fd_sc_hd__nand2_1,1141
sky130_fd_sc_hd__o211ai_1,52
sky130_fd_sc_hd__nor2_1,172
sky130_fd_sc_hd__nand3_1,652
sky130_fd_sc_hd__mux2i_1,137
sky130_fd_sc_hd__nor3_1,62
sky130_fd_sc_hd__o21ai_0,165
sky130_fd_sc_hd__conb_1,474
sky130_fd_sc_hd__a21oi_1,135
sky130_fd_sc_hd__o21a_1,51
sky130_fd_sc_hd__mux4_2,190
sky130_fd_sc_hd__a311oi_1,107
sky130_fd_sc_hd__xnor2_1,85
sky130_fd_sc_hd__edfxtp_1,1020
sky130_fd_sc_hd__and3_1,71
sky130_fd_sc_hd__a31oi_1,32
sky130_fd_sc_hd__inv_1,129
## metal layers
metal / up-vias / track usage (%) / routed length (um)
li1: 19542 / - / -
met1: 20220 / 22.8 / 64100
met2: 1918 / 26.5 / 74900
met3: 253 / 8.39 / 19800
met4: 4 / 3.72 / 4140
met5: - / 0.342 / 94
## power breakdown
group          internal, mW  switching [mW]
logic                     0         0.00878
clock network        0.0147         0.00331
registers            0.0125               0
total                0.0272          0.0121
## flip-flops by register name, summed over array words and instances, names as in the netlist
register / cells
rf.register: 1018
p.immediate_out: 7
ca.i: 4
cu.ALUOp: 3
cu.ALUM2Reg: 1
cu.ALUSrcB: 1
cu.Jmp: 1
cu.PCSrc: 1
cu.RegOut: 1
No activity file was given, so power comes from the tool's default toggle rates.
